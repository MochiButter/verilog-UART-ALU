`flow/run.sh`:
```
#!/bin/bash
# OpenROAD 26Q1-2900-gdf79404cd8, Yosys 0.63+post, stock flow scripts
make -C /OpenROAD-flow-scripts/flow DESIGN_CONFIG=/design/flow/config.mk WORK_HOME=/design/flow/orfs finish
```
`flow/config.mk`:
```
export PLATFORM = sky130hd
export DESIGN_NAME = add32
export DESIGN_NICKNAME = add32
export VERILOG_FILES = /design/flow/design.v
export SDC_FILE = /design/flow/constraint.sdc
export NUM_CORES = 4
export LEC_CHECK = 1
export CORE_UTILIZATION = 40
```
`flow/constraint.sdc`:
```
current_design add32

set clk_period 13.8
set clk_io_pct 0.2

create_clock -name clk0 -period $clk_period [get_ports {clk_i}]

set non_clock_inputs [all_inputs -no_clocks]
set_input_delay [expr $clk_period * $clk_io_pct] -clock clk0 $non_clock_inputs
set_output_delay [expr $clk_period * $clk_io_pct] -clock clk0 [all_outputs]
```
`flow/design.v`:
```
`timescale 1ns / 1ps
module add32
  (input [0:0] clk_i
  ,input [0:0] reset_i
  ,input [0:0] valid_i
  ,input [31:0] operand_a_i
  ,input [31:0] operand_b_i
  ,output [0:0] ready_o
  ,input [0:0] ready_i
  ,output [31:0] sum_o
  ,output [0:0] valid_o);
  logic [32:0] sum_l;
  always_comb begin
    sum_l = operand_a_i + operand_b_i;
  end
  wire [0:0] __unused__ = sum_l[32];
  logic [31:0] sum_q;
  always_ff @(posedge clk_i) begin
    if (reset_i) begin
      sum_q <= '0;
    end else if (valid_i & ready_o) begin
      sum_q <= sum_l[31:0];
    end
  end
  logic [0:0] valid_q;
  always_ff @(posedge clk_i) begin
    if (reset_i) begin
      valid_q <= '0;
    end else if (ready_o) begin
      valid_q <= (valid_i & ready_o);
    end
  end
  assign sum_o = sum_q;
  assign ready_o = ~valid_o | ready_i;
  assign valid_o = valid_q;
endmodule 
```
==> impl_metrics.env <==
# source this file to load flow results
export IMPL_top_cell_excl_fill_tap="sky130_fd_sc_hd__clkdlybuf4s50_1"
export IMPL_via_count_of_the_routed_design=3372
export IMPL_max_slew_margin_rel_pct=43.3
export IMPL_hold_path_depth=2
export IMPL_post_dp_hpwl_mm=7.01
export IMPL_setup_viol_count_final=0
export IMPL_criticalPathCategory="primary input to output pin"
export IMPL_sequence_of_cells_on_the_critical_path="clkdlybuf4s50_1 -> nand2b_1 -> clkdlybuf4s50_1"
export IMPL_post_cts_buffers=0
export IMPL_drc=0
export IMPL_final_setup_skew_ns=0.000638
export IMPL_floorplan_initialDensity_pct=41.2
export IMPL_slew_violations=0
export IMPL_critPathBufInv=2
export IMPL_async_set_or_reset_register_ratio_after_synthesis_pct=0
export IMPL_worst_endpoint_arrival_ns=3.84
export IMPL_cts_root_buffer="sky130_fd_sc_hd__clkbuf_8"
export IMPL_timing_final_ws_setup_ns=7.20
export IMPL_avgViaCountPerCell=5.72
export IMPL_crit_slowest_cell="sky130_fd_sc_hd__clkdlybuf4s50_1"
export IMPL_cts_max_path_buffers=2
export IMPL_fin_crit_sh_pct=47.8
export IMPL_power_density_cell_area_nw_per_um2=73.4
export IMPL_grt_pass1_wl_mm=14.5
export IMPL_die_height_um=88.5
export IMPL_drv_cap=0
export IMPL_yosys_most_used_dff="sky130_fd_sc_hd__dfxtp_1"
export IMPL_tritoncts_num_buffers=5
export IMPL_status="finished, final reports clean"
export IMPL_drive_above_1_share_pct=3.05
export IMPL_critical_path_source_type="primary input"
export IMPL_yosys_warnings=1
export IMPL_finalHoldViolCount=0
export IMPL_preCtsSetupSlack_ns=7.21
export IMPL_chip_area_from_the_yosys_synthesis_statistics_sq_um=2990
export IMPL_vdd_ir_drop_max_mv=0.0435
export IMPL_power_leakage_uw=0.00159
export IMPL_mappedNetlistArea_sq_um=2990
export IMPL_log_warning_count=61
export IMPL_syn_avg_cell_area_sq_um=7.53
export IMPL_worst_slew_pin_transition_ns=0.851
export IMPL_core_region_area_sq_um=7250
export IMPL_rr_worst_depth=6
export IMPL_end_kind="output pin"
export IMPL_port_buffers=101
export IMPL_pin_count_of_the_biggest_net_entering_global_routing=23
export IMPL_timing_setup_tns_ns=0
export IMPL_ys_seq_share_pct=22.1
export IMPL_cts_num_sinks=33
export IMPL_timing_critical_path_max_delay_family="buffers and inverters"
export IMPL_postCtsHoldBufs=0
export IMPL_gpl_final_weighted_congestion=0.891
export IMPL_design_portCount=102
export IMPL_max_stage_delay_ns=0.48
export IMPL_synthDistinctLibCells=55
export IMPL_detail_route_antenna_diodes=0
export IMPL_violation_count_after_the_first_detailed_routing_iteration=170
export IMPL_gr_total_overflow=0
export IMPL_path_max_fanout=5
export IMPL_drt_pass1_iter_count=5
export IMPL_yosys_stat_cells=397
export IMPL_dieWidth_um=88.5
export IMPL_cts_resized=0
export IMPL_wirelength_mm=9.16
export IMPL_std_cell_rows=31
export IMPL_antenna_found_initial=0
export IMPL_achievable_frequency_ghz=0.152
export IMPL_syn2layout_area_growth_pct=39.0
export IMPL_chipArea_sq_um=7830
export IMPL_cts_htree_levels=2
export IMPL_grt_pass1_vias=2926
export IMPL_post_drt_wl_per_cell_um=15.5
export IMPL_clk_pin_slew_worst_paths_ns=0.05
export IMPL_rsz_0062_raised_after_global_routing="no"
export IMPL_synth_flops=33
export IMPL_clk_latency_ns=0.24
export IMPL_ant_nets=0
export IMPL_enable_flop_cells=0
export IMPL_min_delay_path_class="flop to flop"
export IMPL_grtUsageTotal_pct=24.3
export IMPL_critical_path_most_common_cell="sky130_fd_sc_hd__clkdlybuf4s50_1"
export IMPL_period_minus_slack_ns=6.60
export IMPL_cts_tree="yes"
export IMPL_syn_instance_count=397
export IMPL_crit_required_ns=11.04
export IMPL_most_common_layout_cells="sky130_fd_sc_hd__clkdlybuf4s50_1 (101), sky130_fd_sc_hd__a21oi_1 (51), sky130_fd_sc_hd__nand2_1 (51)"
export IMPL_path_depth=3
-- cells in the mapped netlist (3+ instances only) --
cell type / number / share of area [%]
sky130_fd_sc_hd__and2_1: 5 / 1.0
sky130_fd_sc_hd__ha_1: 31 / 13
sky130_fd_sc_hd__a31oi_1: 3 / 0.63
sky130_fd_sc_hd__a211o_1: 3 / 0.88
sky130_fd_sc_hd__a221o_1: 4 / 1.3
sky130_fd_sc_hd__o211a_1: 4 / 1.3
sky130_fd_sc_hd__nand2b_1: 5 / 1.0
sky130_fd_sc_hd__nand3_1: 16 / 2.7
sky130_fd_sc_hd__nand2_1: 51 / 6.4
sky130_fd_sc_hd__a211oi_1: 6 / 1.5
sky130_fd_sc_hd__xnor2_1: 9 / 2.6
sky130_fd_sc_hd__o211ai_1: 11 / 2.8
sky130_fd_sc_hd__nor4_1: 3 / 0.63
sky130_fd_sc_hd__a21boi_0: 3 / 0.75
sky130_fd_sc_hd__o21a_1: 8 / 2.0
sky130_fd_sc_hd__or3_1: 8 / 1.7
sky130_fd_sc_hd__a21oi_1: 51 / 8.5
sky130_fd_sc_hd__nand4_1: 10 / 2.1
sky130_fd_sc_hd__nor3_1: 9 / 1.5
sky130_fd_sc_hd__and3_1: 6 / 1.3
sky130_fd_sc_hd__nor2_1: 19 / 2.4
sky130_fd_sc_hd__clkbuf_1: 15 / 1.9
sky130_fd_sc_hd__o21ai_1: 4 / 0.67
sky130_fd_sc_hd__a21o_1: 6 / 1.5
sky130_fd_sc_hd__o21ai_0: 29 / 4.9
sky130_fd_sc_hd__inv_1: 6 / 0.75
sky130_fd_sc_hd__dfxtp_1: 33 / 22
-- per-layer routing --
layer  vias up  part of all wire (%)  global-route usage [%]
met3         8                   4.7                    2.55
met1      1537                    51                    39.3
met5         -                     0                       0
met2       109                    43                    36.4
li1       1718                     -                       -
met4         0                  0.84                    3.23
-- per-stage QoR --
step	utilization [%]	cells	hold slack (ns)	cell area, sq um	total power, uW
after global routing	57.3	590	0.479	4160	346
after CTS	57.3	590	0.455	4160	326
final	57.3	590	0.450	4160	305
after floorplan	-	397	0.417	2990	188
after global placement	56.1	582	0.441	4070	249
after detailed placement	56.1	582	0.444	4070	250
-- cell families (layout without fill, tap and decap cells) --
logic type	after synthesis	after routing	synth area share [%]
AND-OR/OR-AND	157	157	34.7
adder cells (fa/ha/maj)	32	32	13.6
flip-flops	33	33	22.1
AND/OR/NAND/NOR	141	141	23.2
buffers and inverters	22	116	2.76
XOR/XNOR	11	11	3.22
multiplexers	1	1	0.335
-- cell type report --
class | instances | area [sq um]
repair buffers | 102 | 1020
clock inverters | 2 | 10.0
well taps | 99 | 124
fillers | 681 | 3100
flip-flops and latches | 33 | 661
clock buffers | 6 | 72.6
multi-input cells | 342 | 2250
inverters | 6 | 22.5
-- where the power goes --
group / total, uW / internal [uW] / switching, uW
logic: 138 / 70.7 / 67.2
registers: 111 / 106 / 5.27
clock network: 56.0 / 34.4 / 21.5
total: 305 / 211 / 94.0
-- registers in the layout (all words and copies together), names as in the netlist --
register  count
sum_q        32
valid_q       1
-- tightest hold or removal path: cells and delay by family (launching register included) --
| kind | cells | cell delay [ns] |
|---|---|---|
| flip-flops | 1 | 0.30 |
| AND-OR/OR-AND | 1 | 0.05 |
| AND/OR/NAND/NOR | 1 | 0.05 |
-- final timing paths --
check | from | slack (ns) | to
setup / recovery | ready_i[0] | 7.20 | ready_o[0]
setup reg to reg | valid_q | 11.35 | sum_q[30]
hold reg to reg | sum_q[8] | 0.45 | sum_q[8]
hold / removal | sum_q[8] | 0.45 | sum_q[8]
Power and IR drop assume default switching activity.
